==> /design/flow/design.v <==
`timescale 1ns / 1ps
`timescale 1ns / 1ps
module ex(
    input wire rst,
    input wire [32 - 1 : 0] reg1,
    input wire [32 - 1 : 0] reg2,
    input wire [32 - 1 : 0] Imm,
    input wire [32 - 1 : 0] rd,
    input wire rd_enable,
    input wire [4 - 1 : 0] aluop,
    input wire [3 - 1 : 0] alusel,
    output reg [32 - 1 : 0] rd_data_o,
    output reg [5 - 1 : 0] rd_addr,
    output reg rd_enable_o
    );
    reg [32 - 1 : 0] res;
    always @ (*) begin
        if (rst == 1'b1) begin
            res = 32'h00000000;
        end
        else begin
            case (aluop)
                4'b0110:
                    res = reg1 | reg2; 
                default: 
                    res = 32'h00000000;
            endcase
        end
    end
    always @ (*) begin
        if (rst == 1'b1) begin
            rd_enable_o = 1'b0;
        end
        else begin 
            rd_addr = rd;
            rd_enable_o = rd_enable;
            case (alusel)
                3'b001:
                    rd_data_o = res; 
                default: 
                    rd_data_o = 32'h00000000;
            endcase
        end
    end
endmodule
==> /design/flow/run.sh <==
#!/bin/bash
# OpenROAD 26Q1-2900-gdf79404cd8, Yosys 0.63+post, stock flow scripts
make -C /OpenROAD-flow-scripts/flow DESIGN_CONFIG=/design/flow/config.mk WORK_HOME=/design/flow/orfs finish
==> /design/flow/config.mk <==
export PLATFORM = sky130hd
export DESIGN_NAME = ex
export DESIGN_NICKNAME = ex
export VERILOG_FILES = /design/flow/design.v
export SDC_FILE = /design/flow/constraint.sdc
export NUM_CORES = 4
export LEC_CHECK = 1
export CORE_AREA = 10 10 91 91
export DIE_AREA = 0 0 101 101
==> /design/flow/constraint.sdc <==
current_design ex

set clk_period 1.0
set clk_io_pct 0.2

create_clock -name clk0 -period $clk_period

set non_clock_inputs [all_inputs -no_clocks]
set_input_delay [expr $clk_period * $clk_io_pct] -clock clk0 $non_clock_inputs
set_output_delay [expr $clk_period * $clk_io_pct] -clock clk0 [all_outputs]
==> job_summary.md <==
## Synthesis and layout report

| Metric | Value |
|---|---|
| Status | complete, no violations |
| Netlist cell types | 11 |
| Initial DRC count | 16 |
| FA/HA/MAJ Cells, Area Fraction | 0% |
| Arrival @ worst endpoint | 0.65 ns |
| FP Rows | 29 |
| DP Area | 2330 um2 |
| Final Hold Viols | 0 |
| Simple share | 43.7% |
| Top FF cell, synth | dlxtn_1 |
| GRT overflow | 0 |
| Register pins left without a clock | 37 |
| Vias in the first global route | 1234 |
| Tool Warnings | 91 |
| Placed Instances | 300 |
| Slew @ Worst Pin | 0.556 ns |
| Endpoints left unconstrained | 74 |
| ANT cells | 0 |
| Clock power share | 0% |
| Final setup fails | 0 |
| Post-route ant nets | 0 |
| Leakage | 0.841 nW |
| Mapped Avg Cell Area | 9.73 um2 |
| Largest net degree at the start of global routing | 39 |
| Final Max Tran Viols | 0 |
| Total iterations of the first detailed-routing run | 3 |
| Unrepaired setup endpoints after global routing | no |
| Fmax | 1180 MHz |
| Post-CTS Setup Repair Bufs | 0 |
| Number of enable flip-flop cells | 0 |
| Drt total wl | 4070 um |
| Mapped cell area | 1090 um2 |
| Global-route wire length before repair | 6240 um |
| Final Wtd Congestion | 0.746 |
| Synth top cells by count | 37 x dlxtn_1, 32 x nor2_1, 27 x nor3_2, 4 x buf_2 |
| Synthesized registers | 37 |
| Hold_buf cts | 0 |
| Initial antenna violation count | 0 |
| Synthesis warning total | 1 |
| Fill cells | 624 |
| P_sw | 0.000128 W |
| Top cell type by total area after synthesis | dlxtn_1 |
| P_int | 0.000368 W |
| End-of-flow core utilization | 36.6% |
| DR vias/cell | 3.73 |
| Residual DRC count | 0 |
| Core Area | 6350 um2 |
| WP data required | 0.80 ns |
| IO Count | 175 |
| PwrDens | 214 nW/um2 |
| Worst vdd ir | 0.126 mV |
| Layout cells sized above 1 | 16.1% |
| Tmin final | 0.851 ns |
| Maximum net fanout on the critical path | 2 |
| Wire per inst | 13.6 um |
| Top logic family | simple AND/OR/NAND/NOR gates |
| Die area | 10200 um2 |
| Yosys aoi share | 0% |
| Fp util | 17.2% |
| Slew HR | 63.0% |
| Hold Slack | 0.790 ns |
| Fin crit share | 85.1% |
| Yosys xor share | 0% |
| Post-route cell area | 2320 um2 |
| Final instance count without filler cells | 300 |
| Vias | 1119 |
| Combinational share of power | 87.1% |
| All-layer global routing usage | 7.36% |
| Hold Path Class | primary input to output pin |
| Mapped Cells | 112 |
| Area growth syn-to-layout | 113% |
| Area leader share | 51.0% |
| Crit start category | primary input |
| DPL Wire Length | 3450 um |
| Chip height | 101 um |
| Mux area share | 0% |
| Most frequent cell after synthesis | dlxtn_1 |
| # Max-Cap Violations | 0 |
| Yosys chip area | 1090 um2 |
| Switching share of power | 25.8% |
| Flop pwr share | 12.9% |
| Kind of critical path | primary input to output pin |
| Ranking of synthesized cells by area | dlxtn_1 51%, nor3_2 25%, nor2_1 11% |
| Yosys stat cell total | 112 |
| Die W | 101 um |
| Crit end category | output pin |
| Port-buffer cells | 116 |
| PnR Total Power | 0.000496 W |
| Synth async-reset ratio | 0% |
[power groups by stage]
stage	logic [W]	registers (W)	clock network [W]
4_1_cts	0.000440	0.0000640	0
5_1_grt	0.000470	0.0000648	0
6_report	0.000432	0.0000638	0
[flip-flops by register name, indices dropped and copies added (netlist names)]
register,cells
rd_addr,5
rd_data_o,32
[logic make-up after synthesis]
logic type | count (synthesis)
and+or+nand+nor | 67
buffers and inverters | 8
latches | 37
[layout make-up]
| type | instances | area (um2) | share of cell area [%] |
|---|---|---|---|
| well taps | 77 | 96.3 | 4.15 |
| multi-input cells | 67 | 493 | 21.2 |
| flip-flops and latches | 37 | 556 | 23.9 |
| repair buffers | 119 | 1180 | 50.7 |
[critical path: stages]
cell,delay (ns)
dlygate4sd2_1,0.26
nor2b_1,0.10
buf_2,0.10
[placed cells by master, fill, tap and decap left out]
master             n
buf_2              1
buf_4              3
clkdlybuf4s50_1  113
dlxtn_1           37
dlygate4sd2_1      2
nand4bb_4          1
nor2_1            32
nor2b_1            1
nor3_1             2
nor3_2            27
nor3_4             3
or4b_2             1
[path summary, 6_finish.rpt]
check / from / end / cells past startpoint
setup / recovery: rst / rd_enable_o / 3
hold / removal: rst / rd_enable_o / 3
[through the flow]
| step | setup WS, ns | setup TNS, ns |
|---|---|---|
| 2_1_floorplan | 0.511 | 0 |
| 3_3_place_gp | -0.446 | -0.446 |
| 3_5_place_dp | -0.443 | -0.443 |
| 4_1_cts | 0.147 | 0 |
| 5_1_grt | 0.117 | 0 |
| 6_report | 0.149 | 0 |
[routing by layer]
| metal | global-route usage (%) | vias up | part of all wire (%) |
|---|---|---|---|
| li1 | - | 586 | - |
| met1 | 8.53 | 479 | 37 |
| met2 | 13.0 | 54 | 50 |
| met3 | 3.33 | 0 | 13 |
| met4 | 0 | 0 | 0 |
| met5 | 0 | - | 0 |
[repair_timing]
action                                  4_1_cts  5_1_grt
endpoints found under the setup margin        1        0
hold endpoints to repair                      0        0
gates resized                                 5        0
Power figures rest on the tool's default switching activity, not on a simulated workload.
