## ./design.v

```verilog
`timescale 1ns / 1ps
`timescale 1ns / 1ps
module register(
    input wire clk,
    input wire rst,
    input wire write_enable,
    input wire [5 - 1 : 0] write_addr,
    input wire [32 - 1 : 0] write_data,
    input wire read_enable1,   
    input wire [5 - 1 : 0] read_addr1,
    output reg [32 - 1 : 0] read_data1,
    input wire read_enable2,   
    input wire [5 - 1 : 0] read_addr2,
    output reg [32 - 1 : 0] read_data2
    );
    reg[32 - 1 : 0] regs[32 - 1 : 0];
always @ (posedge clk) begin
    if (rst == 1'b0 && write_enable == 1'b1) begin
        if (write_addr != 5'h0)  
            regs[write_addr] <= write_data;
    end
end
always @ (*) begin
    if (rst == 1'b0 && read_enable1 == 1'b1) begin
        if (read_addr1 == 5'h0)
            read_data1 = 32'h00000000;
        else if (read_addr1 == write_addr && write_enable == 1'b1)
            read_data1 = write_data;
        else
            read_data1 = regs[read_addr1];
    end
    else begin
        read_data1 = 32'h00000000;
    end
end
always @ (*) begin
    if (rst == 1'b0 && read_enable2 == 1'b1) begin
        if (read_addr2 == 5'h0)
            read_data2 = 32'h00000000;
        else if (read_addr2 == write_addr && write_enable == 1'b1)
            read_data2 = write_data;
        else
            read_data2 = regs[read_addr2];
    end
    else begin
        read_data2 = 32'h00000000;
    end
end
endmodule
```

## ./config.mk

```make
export PLATFORM = sky130hd
export DESIGN_NAME = register
export DESIGN_NICKNAME = register
export VERILOG_FILES = /design/flow/design.v
export SDC_FILE = /design/flow/constraint.sdc
export NUM_CORES = 4
export LEC_CHECK = 1
export CORE_UTILIZATION = 30
```

## ./run.sh

```bash
#!/bin/bash
# OpenROAD 26Q1-2900-gdf79404cd8, Yosys 0.63+post, stock flow scripts
make -C /OpenROAD-flow-scripts/flow DESIGN_CONFIG=/design/flow/config.mk WORK_HOME=/design/flow/orfs finish
```

## ./constraint.sdc

```tcl
current_design register

set clk_period 11.0
set clk_io_pct 0.2

create_clock -name clk0 -period $clk_period [get_ports {clk}]

set non_clock_inputs [all_inputs -no_clocks]
set_input_delay [expr $clk_period * $clk_io_pct] -clock clk0 $non_clock_inputs
set_output_delay [expr $clk_period * $clk_io_pct] -clock clk0 [all_outputs]
```

==> flow_summary.ini <==
; generated from flow reports
[clock_network]
cts_tree = yes
cts_root_buffer = clkbuf_16
post-cts-setup-buffer-count = 0
cts_hold_buf = 0
clk_pin_slew_ns = 0.06
htreeDepth = 3
numCtsBuffers = 107
ctsResizeCount = 0
clock_sinks = 1024
cts.path.max_buffers = 3

[grt]
gr-max-usage-layer = met2
grt_pass1_wl_um = 219000
met3_usage_pct = 17.8
antenna_found_initial = 4
grtUsageTotal_pct = 20.4
overflow = 0
met2_usage_pct = 29.4
grt_max_degree = 64
grtUsageMet1_pct = 22.4
grt_pass1_vias = 30100

[drt]
final_antenna_net_count = 0
drtPass1Iterations = 6
vias = 27300
routedWlPerCell_um = 31.7
routed_via_density = 5.66
finalWirelength_um = 153000
n_antenna_cell = 0
drc_errors = 0
drt_iter0_drc = 1854

[power_and_ir_drop]
p_sw_mw = 1.95
ir_drop_mv = 0.118
power.total_mw = 8.64
p_comb_share_pct = 8.6
p_seq_share_pct = 50.3
cellPowerDensity_nw_per_um2 = 156
p_leak_nw = 17.6
swShare_pct = 22.5
p_int_mw = 6.69
power.share.clock_pct = 41.1

[synth]
ys_types = 37
adder_share_pct = 0
yosysWarnings = 1
syn_area_um2 = 48000
edf_count = 1024
aoi_share_pct = 5.39
top_area_share_pct = 64.0
ys_top_cells_by_area = edfxtp_1 64%, mux4_2 20%, mux2i_1 6.5%
xor_area_share_pct = 0.182
synth_chip_area_um2 = 48000
synth_top_cell_by_area = edfxtp_1
ys_ff = 1024
avgSynthCellArea_um2 = 19.1
seq_area_frac_synth_pct = 64.0
yosys_cells = 2508
synth_top_flop_cell = edfxtp_1
synth_cells = 2508
synthTopLogicFamily = multiplexers
mux_area_share_pct = 26.0
synth-simple-area-share_pct = 2.01
async_flop_share_pct = 0

[finish]
combGateArea_um2 = 16600
largest_registers = regs x1024
fin_cells = 4830
drive_gt1_share_pct = 27.1
ff_latch_area_um2 = 30700
area_delta_synth_final_pct = 15.4
regMostFlops = regs
fillCellCount = 14600
largest_reg_flops = 1024
utilization_pct = 35.0

[placed_design]
gp_congestion = 0.866
dp_slack_ns = 2.86
io_buffers = 115
placedCellCount = 4641
place_hpwl_um = 89300

[floorplan]
chipArea_um2 = 162000
core-area_um2 = 159000
fp_util_pct = 30.3
rows = 146
die_w_um = 402
dieHeight_um = 402
num_io_pins = 116

[final_timing]
tightest_slew_ns = 0.868
slew_violations = 0
slew_headroom_pct = 41.9
tns_ns = 0
fmax_ghz = 0.123
setup_violations = 0
finalWorstSetupSlack_ns = 2.84
period_minus_slack_ns = 8.16
hold_viol = 0
rsz0062_at_grt = false
finalCritPeriodShare_pct = 74.1

[critical_path]
crit_arrival_ns = 5.96
slowest_stage = buf_4
worstPathRequired_ns = 8.80
crit_type = input port to primary output
critPathLaunch = read_addr2[2]
path_buffers = 4
critPathTopFamily = buffers and inverters
endpoint_kind = primary output
crit_fanout = 40
max_stage_delay_ns = 0.61
cp-start-kind = input port
worstPathCellList = buf_6 > buf_4 > xor2_1 > nor4_1 > nand3_4 > buf_4 > o221ai_1 > o221a_1 > clkdlybuf4s50_1
crit_top_cell = buf_4

[job]
tool_warnings = 26
maxCapViolations = 0

[worst_hold_path]
hp-start = write_data[8]
worstHoldPathType = input port to flop

[status]
status = finished clean
-- worst paths after layout --
path	cells after the start	to	slack [ns]
max	9	read_data2[19]	2.84
min	2	regs[12][8]	2.33
-- synthesized netlist by cell type (23+ instances only) --
cell type	number
nor2_1	69
o221a_1	32
mux4_2	416
buf_6	23
edfxtp_1	1024
clkbuf_1	99
a32o_1	32
mux2i_1	312
buf_2	62
o221ai_1	40
nor3_1	32
a211oi_1	32
o22ai_1	90
nor2b_1	33
a22oi_1	94
nand2_1	41
-- per-stage QoR --
| stage | hold WS (ns) | cell area [um^2] |
|---|---|---|
| floorplan | 2.30 | 48100 |
| global placement | 3.05 | 52000 |
| detailed placement | 3.05 | 52000 |
| CTS | 2.31 | 55400 |
| global route | 2.35 | 55400 |
| finish | 2.33 | 55400 |
-- kinds of logic (layout without fill, tap and decap cells) --
group / after synthesis / in the layout
AND/OR/NAND/NOR: 203 / 203
multiplexers: 728 / 728
XOR/XNOR: 10 / 10
buffers and inverters: 213 / 432
other: 1 / 32
AND-OR/OR-AND: 329 / 329
flip-flops: 1024 / 1024
-- metal layers --
metal / vias up / routed length [um]
li1: 11200 / -
met1: 13700 / 48500
met2: 2149 / 69300
met3: 304 / 30500
met4: 19 / 4550
met5: - / 413
-- final cells by class --
| class | instances | share of cell area [%] |
|---|---|---|
| clock buffers | 130 | 5.10 |
| clock inverters | 59 | 1.02 |
| multi-input cells | 1302 | 29.9 |
| flip-flops and latches | 1024 | 55.5 |
| well taps | 2072 | 4.68 |
| repair buffers | 243 | 3.86 |
-- placed cells by master (no fill, tap or decap), types with 6 or more instances in the layout --
cell,n
nor2b_1,31
clkdlybuf4s50_1,107
mux2i_1,312
clkbuf_16,110
nor3_1,32
a21oi_1,8
clkinv_1,23
nor2_4,33
a22oi_1,94
buf_4,128
nor2_1,36
bufinv_16,10
nand2_1,38
o221ai_1,40
o221a_1,32
clkbuf_1,20
a211oi_1,32
edfxtp_1,1024
o22ai_1,90
xnor2_1,6
clkinv_2,17
mux4_2,416
conb_1,32
a32o_1,32
-- power by group through the flow --
stage	Combinational (mW)	Sequential, mW	Clock, mW
after CTS	0.742	4.34	3.61
after global routing	0.789	4.35	3.75
final	0.739	4.34	3.55
Power figures rest on the tool's default switching activity, not on a simulated workload.
