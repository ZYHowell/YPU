$ cat design/flow/config.mk
export PLATFORM = sky130hd
export DESIGN_NAME = id_ex
export DESIGN_NICKNAME = id_ex
export VERILOG_FILES = /design/flow/design.v
export SDC_FILE = /design/flow/constraint.sdc
export NUM_CORES = 4
export LEC_CHECK = 1
export CORE_UTILIZATION = 40
$ cat design/flow/constraint.sdc
current_design id_ex

set clk_period 1.0
set clk_io_pct 0.2

create_clock -name clk0 -period $clk_period [get_ports {clk}]

set non_clock_inputs [all_inputs -no_clocks]
set_input_delay [expr $clk_period * $clk_io_pct] -clock clk0 $non_clock_inputs
set_output_delay [expr $clk_period * $clk_io_pct] -clock clk0 [all_outputs]
$ cat design/flow/design.v
`timescale 1ns / 1ps
`timescale 1ns / 1ps
module id_ex(
    input wire clk,
    input wire rst,
    input wire [32 - 1 : 0] id_reg1,
    input wire [32 - 1 : 0] id_reg2,
    input wire [32 - 1 : 0] id_Imm,
    input wire [32 - 1 : 0] id_rd,
    input wire id_rd_enable,
    input wire [4 - 1 : 0] id_aluop,
    input wire [3 - 1 : 0] id_alusel,
    output reg [32 - 1 : 0] ex_reg1,
    output reg [32 - 1 : 0] ex_reg2,
    output reg [32 - 1 : 0] ex_Imm,
    output reg [32 - 1 : 0] ex_rd,
    output reg ex_rd_enable,
    output reg [4 - 1 : 0] ex_aluop,
    output reg [3 - 1 : 0] ex_alusel
    );
always @ (posedge clk) begin
    if (rst == 1'b1) begin
    end
    else begin
        ex_reg1 <= id_reg1;
        ex_reg2 <= id_reg2;
        ex_Imm <= id_Imm;
        ex_rd <= id_rd;
        ex_rd_enable <= id_rd_enable;
        ex_aluop <= id_aluop;
        ex_alusel <= id_alusel;
    end
end
endmodule
$ cat design/flow/run.sh
#!/bin/bash
# OpenROAD 26Q1-2900-gdf79404cd8, Yosys 0.63+post, stock flow scripts
make -C /OpenROAD-flow-scripts/flow DESIGN_CONFIG=/design/flow/config.mk WORK_HOME=/design/flow/orfs finish
==> metrics.cfg <==
[yosys]
yosysUniqueCellTypes = 2
syn_avg_cell_area_um2 = 29.8
postSynthCellCount = 137
synth_stat.cells = 137
ys_seq_elements = 136
synth_area_mm2 = 0.00409
yosysWarnings = 1
ys_area_mm2 = 0.00409
yosysSeqAreaShare_pct = 99.9

[power]
swShare_pct = 21.1
internal_power_uw = 11000
vdd_drop_max_uv = 1210
power.leakage_uw = 0.00278
seq_power_share_pct = 49.4
switchingPower_uw = 2940
power.share.clock_pct = 42.6
power_density_mw_per_mm2 = 1960
pwr-share-comb_pct = 8.0
power.total_uw = 13900

[worst_setup_path]
cp.depth = 1
critical-path-top-delay-family = flip-flops
crit_path_top_delay_cell = edfxtp_1
crit_chain = buf_2
crit_required_ns = 0.80
critical_path_arrival_ns = 1.08
path_buffers = 1
setup.worst_path.class = reg2out
endpoint_kind = primary output
max_stage_delay_ns = 0.41
cp_max_fo = 1
start_kind = flop

[global_routing]
grt_pass1_wl_um = 15400
grt_pass1_vias = 2763
grt_max_degree = 21
grt_use_met2_pct = 36.6
grt_use_total_pct = 23.0
antenna_found_initial = 0
met3_usage_pct = 15.0
grt.overflow.total = 0
top_usage_layer = met2
met1_usage_pct = 27.9

[finish]
layout_top_cell = clkdlybuf4s50_1
layout_top_cells = clkdlybuf4s50_1 (137), edfxtp_1 (136), buf_2 (136)
num-fill-cells = 671
drive_gt1_share_pct = 39.9
finish.utilization_pct = 72.3
area_growth_pct = 73.7
comb_cells = 0
comb_area_um2 = 0
finalNonFillerCells = 587
seq_area_mm2 = 0.00408

[final_timing]
hold_viol = 0
min_period_ns = 1.28
fin_ws_ns = -0.280
tightest_slew_ns = 0.279
setup_viol = 136
rsz0062_at_grt = yes
totalNegativeSetupSlack_ns = -25.90
slew_violations = 0
fmax_mhz = 782
relSlewSlack_pct = 81.4
fin_crit_sh_pct = 128

[clock_network]
cts_tree = done
clkTransAtPathRegs_ns = 0.07
numCtsBuffers = 17
root_buffer = clkbuf_8
cts_max_level = 4
cts.sinks = 136
post_cts_buffers = 0
clock_path_buffers = 2

[run_status]
status = complete, but fails checks
violations = setup timing

[worst_hold_path]
hp-class = in2reg
min_to = ex_reg2[26]
holdPathStages = 1
min_from = id_reg2[26]

[die]
dieArea_mm2 = 0.0106
die_h_um = 103
placementRows = 36
die_x_um = 103
initial_core_util_pct = 41.6
core_mm2 = 0.00982
io_pins = 274

[routing]
vias = 2563
drc = 0
drt-total-wl_um = 11200
drt-wirelength-per-cell_um = 19.0
final_antenna_net_count = 0
firstDrtPassIters = 4
viasPerCell = 4.37
insertedDiodeCount = 0
drt-initial-drc-count = 54

[flow_run]
drv_cap = 0
warning_count = 29

[place]
placed_cells = 555
gp_congestion = 0.812
dp_hpwl_um = 8640
io_buffers = 273

registers in the layout (all words and copies together), names as in the netlist:
register,count
ex_Imm,32
ex_aluop,4
ex_alusel,3
ex_rd,32
ex_rd_enable,1
ex_reg1,32
ex_reg2,32
logic make-up (layout without fill, tap and decap cells):
family                 count (synthesis)  after routing  synth area share, %
buffers and inverters                  1            318               0.0917
flip-flops                           136            136                 99.9
per-stage QoR:
step / cell area (µm²) / setup slack (ns) / hold slack [ns]
CTS: 7100 / -0.295 / 0.215
detailed placement: 7210 / -0.413 / 0.758
finish: 7100 / -0.280 / 0.240
floorplan: 4090 / -1.55 / 0.299
global route: 7100 / -0.324 / 0.207
global placement: 7210 / -0.419 / 0.755
how the worst max path moves through the flow:
stage / from / to / slack, ns
4_1_cts: ex_aluop[0] / ex_aluop[0] / -0.30
5_1_grt: ex_reg2[21] / ex_reg2[21] / -0.32
6_report: ex_reg2[21] / ex_reg2[21] / -0.28
power groups by stage:
| stage | Sequential [µW] | Clock, µW | Combinational [µW] |
|---|---|---|---|
| after CTS | 6890 | 6040 | 1140 |
| after global routing | 6930 | 6290 | 1210 |
| final | 6880 | 5930 | 1110 |
area by class of cell:
cell class            instances  share of cell area [%]
clock buffer                 17                    5.83
clock inverter               15                    2.27
tap                         133                    2.34
inverter                      1                   0.106
timing repair buffer        285                    31.9
sequential                  136                    57.5
synthesized netlist by cell type:
cell      instances  area, µm²
edfxtp_1        136       4080
inv_1             1       3.75
repair_timing:
item                                    4_1_cts  5_1_grt
pin swaps                                     0        0
hold buffers                                  0        0
gates resized                               445        0
endpoints found under the setup margin      136      136
layer usage:
| metal | routed length [µm] | vias up | part of all wire (%) |
|---|---|---|---|
| met3 | 1870 | 15 | 17 |
| met1 | 3270 | 1196 | 29 |
| met2 | 5790 | 178 | 52 |
| li1 | - | 1174 | - |
| met5 | 0 | - | 0 |
| met4 | 217 | 0 | 1.9 |
Power figures rest on the tool's default switching activity, not on a simulated workload.
